<file path="flow/design.v">
`timescale 1ns / 1ps
module Question1 #(parameter width = 4)(clk, op1, op2, out);
input clk;  
input [width-1:0] op1, op2;  
output [4 * width - 1:0] out;  
wire [2* width - 1: 0] mulOut1, r1out, r2out;
wire [width-1:0] xr1Out, xr2Out;
wire [4*width-1:0] mulOut2;
multiplier #(.width(width)) m1 (.a(op1),.b(op2),.mult(mulOut1));
myReg #(.width(2*width)) r1 (.d(mulOut1), .q(r1out), .clk(clk));  
myReg #(.width(2*width)) r2 (.d(r1out), .q(r2out), .clk(clk));
myReg #(.width(width)) xr1 (.d(op1), .q(xr1Out), .clk(clk));	
myReg #(.width(width)) xr2 (.d(xr1Out), .q(xr2Out), .clk(clk));
multiplier #(.width(2*width)) m2 (.a(r2out),.b({{width{xr2Out[width-1]}},xr2Out}),.mult(mulOut2));
myReg #(.width(4*width)) o1 (.d(mulOut2), .q(out), .clk(clk));
endmodule
module multiplier #(parameter width = 4) (a, b, mult);
	input signed [width-1:0]a,b;
	output reg signed[2 * width - 1 : 0] mult;
	always @ *
		mult = a * b;
endmodule
module myReg #(parameter width = 4) (clk, d, q);
	input clk;
	input [width-1:0] d;
	output reg [width-1:0] q;
	always @ (posedge clk)
		q <= d;
endmodule
module tb_Question1;
	parameter N = 4;
	reg clk;
	reg [N-1:0] op1, op2;
	wire [4*N-1:0] out;
	Question1 #(.width(N)) q1 (.clk(clk), .op1(op1), .op2(op2), .out(out));
	initial clk = 0;
	always #10 clk = ~clk;
	initial begin
	op1 = 4'sb1111; op2 = 4'sb0001;
	#20 op2 = 4'sb0101;
	#20 op2 = 4'sb0011;
	#20 op2 = 4'sb1001;
	#50;
	end
endmodule
</file>
<file path="flow/run.sh">
#!/bin/bash
# OpenROAD 26Q1-2900-gdf79404cd8, Yosys 0.63+post, stock flow scripts
make -C /OpenROAD-flow-scripts/flow DESIGN_CONFIG=/design/flow/config.mk WORK_HOME=/design/flow/orfs finish
</file>
<file path="flow/config.mk">
export PLATFORM = sky130hd
export DESIGN_NAME = Question1
export DESIGN_NICKNAME = Question1
export VERILOG_FILES = /design/flow/design.v
export SDC_FILE = /design/flow/constraint.sdc
export NUM_CORES = 4
export LEC_CHECK = 1
export CORE_UTILIZATION = 40
</file>
<file path="flow/constraint.sdc">
current_design Question1

set clk_period 6.0
set clk_io_pct 0.2

create_clock -name clk0 -period $clk_period [get_ports {clk}]

set non_clock_inputs [all_inputs -no_clocks]
set_input_delay [expr $clk_period * $clk_io_pct] -clock clk0 $non_clock_inputs
set_output_delay [expr $clk_period * $clk_io_pct] -clock clk0 [all_outputs]
</file>
==> results.sh <==
# flow metrics
export IMPL_outcome="finished, final reports clean"
export IMPL_finalHoldViolCount=0
export IMPL_cts_resized=0
export IMPL_start_kind="input pin"
export IMPL_fp_util_pct=42.2
export IMPL_layout_drive_gt1_share_pct=5.04
export IMPL_ir_worst_vdd_uv=294
export IMPL_cts_sinks=36
export IMPL_final_cell_mix="dfxtp_1 (36), ha_1 (32), and2_1 (29)"
export IMPL_cts_tree="yes"
export IMPL_clockRootBuffer="clkbuf_8"
export IMPL_grt_use_met1_pct=15.5
export IMPL_drt_first_pass_iters=4
export IMPL_ctsHtreeMaxLevel=2
export IMPL_timing_final_crit_share_pct=70.8
export IMPL_p_leak_nw=1.31
export IMPL_die_area_um2=6230
export IMPL_holdCritPathClass="reg2reg"
export IMPL_synth_cell_types=28
export IMPL_die_height_um=78.9
export IMPL_ios=25
export IMPL_yosys_warnings=5
export IMPL_grtUsageTotal_pct=11.7
export IMPL_ys_cells=210
export IMPL_warning_count=25
export IMPL_synth_seq_cells=36
export IMPL_end_kind="flop"
export IMPL_drt_vias_per_instance=4.57
export IMPL_clkLatencyLatePin_ns=0.29
export IMPL_grt_first_pass_wirelength_um=5730
export IMPL_fillers=544
export IMPL_fin_cells=310
export IMPL_grt_use_met3_pct=2.33
export IMPL_drc_errors=0
export IMPL_p_per_area_nw_per_um2=536
export IMPL_synthCells=210
export IMPL_final_max_slew_viol_count=0
export IMPL_setup_viol_count_final=0
export IMPL_synth_seq_share_pct=30.5
export IMPL_async_flop_share_pct=0
export IMPL_netlist_area_um2=2370
export IMPL_areaGrowthSynthToFinish_pct=16.5
export IMPL_grt_busiest_layer="met2"
export IMPL_dp_hpwl_um=2600
export IMPL_relSlewSlack_pct=79.0
export IMPL_grt_use_met2_pct=20.8
export IMPL_cts_clk_slew_worst_paths_ns=0.07
export IMPL_grt_overflow=0
export IMPL_edf_count=0
export IMPL_worst_slew_pin_slew_ns=0.314
export IMPL_path_cells="clkdlybuf4s50_1, nand2b_1, fa_1, fa_1, fa_1, inv_1, ha_1, fa_1, a21o_1, a21oi_1, xnor2_1"
export IMPL_flop_cell="dfxtp_1"
export IMPL_fin_tns_setup_ns=0
export IMPL_first_iter_violations=12
export IMPL_lay_top_count="dfxtp_1"
export IMPL_slowest_stage="fa_1"
export IMPL_yosysChipArea_um2=2370
export IMPL_crit_required_ns=6.22
export IMPL_critical_path_max_stage_delay_ns=0.56
export IMPL_syn_avg_cell_area_um2=11.3
export IMPL_io_buffers=24
export IMPL_crit_top_cell="fa_1"
export IMPL_clockBufferDepth=2
export IMPL_antenna_cells=0
export IMPL_antenna_found_initial=0
export IMPL_grt_pass1_vias=1447
export IMPL_max_freq_ghz=0.235
export IMPL_route_vias_total=1418
export IMPL_antenna_left=0
export IMPL_whs_ns=0.329
export IMPL_cts_hold_buf=0
export IMPL_crit_type="in2reg"
export IMPL_place_congestion=0.757
export IMPL_fin_crit_ns=4.25
export IMPL_grt_max_degree=14
export IMPL_fp_dieW_um=78.9
export IMPL_wirelength_um=3060
export IMPL_core_um2=5610
export IMPL_skew_ns=0.00715
export IMPL_drv_cap=0
export IMPL_cp_arrival_ns=4.46
export IMPL_rsz0062_at_grt="no"
export IMPL_cts_setup_buffers=0
export IMPL_cts_buffers=5
export IMPL_crit_fanout=5
export IMPL_routedWlPerCell_um=9.87
export IMPL_fin_total_pwr_mw=1.48
export IMPL_finalCoreUtilization_pct=49.2
export IMPL_place_inst=302
export IMPL_row_count=27
[flip-flops by register name, summed over array words and instances (netlist names)]
signal,flops
r2.q,8
o1.q,12
xr1.q,4
xr2.q,4
r1.q,8
[cell usage after synthesis, drive strengths merged, types with 2 or more instances]
cell type / instances / area, um^2
nand2b: 4 / 25.0
a21oi: 6 / 37.5
and2: 29 / 181
a221oi: 2 / 23.8
ha: 32 / 400
nor2b: 8 / 50.1
buf: 4 / 30.0
inv: 18 / 67.6
nor2: 4 / 15.0
fa: 26 / 521
nand2: 9 / 33.8
xor2: 4 / 35.0
a21o: 5 / 37.5
dfxtp: 36 / 721
xnor2: 12 / 105
[through the flow]
stage	area, um^2	worst slack (ns)
2_1_floorplan	2370	2.01
3_3_place_gp	2670	1.46
3_5_place_dp	2670	1.43
4_1_cts	2760	1.73
5_1_grt	2760	1.56
6_report	2760	1.75
[worst paths after layout]
path,startpoint,end,slack (ns),cells after the start
min reg2reg,r1.q[5]$_DFF_P_,r2.q[5]$_DFF_P_,0.33,0
max,op1[0],r1.q[7]$_DFF_P_,1.75,11
max reg2reg,xr2.q[3]$_DFF_P_,o1.q[11]$_DFF_P_,2.24,11
min,r1.q[5]$_DFF_P_,r2.q[5]$_DFF_P_,0.33,0
[logic make-up (layout without fill, tap and decap cells)]
kind of cell | after synthesis | count (layout) | synth area share (%)
and+or+nand+nor | 59 | 59 | 14.3
DFF | 36 | 36 | 30.5
adders and majority gates | 58 | 58 | 38.9
AOI/OAI and AO/OA | 18 | 18 | 5.82
xor gates and xnor gates | 16 | 16 | 5.92
muxes | 1 | 1 | 0.476
buffers and inverters | 22 | 50 | 4.12
[cell type report]
cell class | instances | area (um^2) | area share (%)
multi-input cells | 152 | 1550 | 56.2
flip-flops and latches | 36 | 721 | 26.1
repair buffers | 24 | 240 | 8.72
well taps | 72 | 90.1 | 3.27
clock buffers | 5 | 68.8 | 2.50
inverters | 18 | 67.6 | 2.45
clock inverters | 3 | 21.3 | 0.772
[power breakdown]
part	switching (mW)	internal (mW)
combinational	0.447	0.497
clock	0.0887	0.0822
sequential	0.0323	0.330
[critical path: cells and delay by family]
kind / cells / cell delay, ns
compound gates: 2 / 0.33
buf+inv: 2 / 0.49
xor+xnor: 1 / 0.12
fa+ha+maj: 5 / 2.12
simple gates: 1 / 0.19
[routing by layer]
metal  vias up  wire, um  part of all wire [%]
li1        737         -                     -
met3         5        94                   3.1
met2        22      1470                    48
met4         0        53                   1.7
met1       654      1440                    47
met5         -         0                     0
