$ cat flow/design.v
`timescale 1ns / 1ps
module Question1 #(parameter width = 4)(clk, op1, op2, out);
input clk;  
input [width-1:0] op1, op2;  
output [4 * width - 1:0] out;  
wire [2* width - 1: 0] mulOut1, r1out, r2out;
wire [width-1:0] xr1Out, xr2Out;
wire [4*width-1:0] mulOut2;
multiplier #(.width(width)) m1 (.a(op1),.b(op2),.mult(mulOut1));
myReg #(.width(2*width)) r1 (.d(mulOut1), .q(r1out), .clk(clk));  
myReg #(.width(2*width)) r2 (.d(r1out), .q(r2out), .clk(clk));
myReg #(.width(width)) xr1 (.d(op1), .q(xr1Out), .clk(clk));	
myReg #(.width(width)) xr2 (.d(xr1Out), .q(xr2Out), .clk(clk));
multiplier #(.width(2*width)) m2 (.a(r2out),.b({{width{xr2Out[width-1]}},xr2Out}),.mult(mulOut2));
myReg #(.width(4*width)) o1 (.d(mulOut2), .q(out), .clk(clk));
endmodule
module multiplier #(parameter width = 4) (a, b, mult);
	input signed [width-1:0]a,b;
	output reg signed[2 * width - 1 : 0] mult;
	always @ *
		mult = a * b;
endmodule
module myReg #(parameter width = 4) (clk, d, q);
	input clk;
	input [width-1:0] d;
	output reg [width-1:0] q;
	always @ (posedge clk)
		q <= d;
endmodule
module tb_Question1;
	parameter N = 4;
	reg clk;
	reg [N-1:0] op1, op2;
	wire [4*N-1:0] out;
	Question1 #(.width(N)) q1 (.clk(clk), .op1(op1), .op2(op2), .out(out));
	initial clk = 0;
	always #10 clk = ~clk;
	initial begin
	op1 = 4'sb1111; op2 = 4'sb0001;
	#20 op2 = 4'sb0101;
	#20 op2 = 4'sb0011;
	#20 op2 = 4'sb1001;
	#50;
	end
endmodule
`timescale 1ns / 1ps
module Question2 #(parameter N = 4)(clk, a, b, c, x, y);  
input clk;  
input signed [N-1:0] a,b,c,x;  
output signed [4*N:0] y;  
wire [2*N-1:0] mul1, rA;
wire [2*N:0] add1, rB;
wire [4*N + 1:0] mul2, rC;
wire [4*N+2:0] add2, rD;
multiplier #(.width(N)) m1 (.a(a),.b(x),.mult(mul1));
myReg #(.width(2*N)) r1 (.d(mul1), .q(rA), .clk(clk));
adder #(.width(2*N)) a1 (.op1(rA), .op2({{N{b[N-1]}},b}), .sum(add1));
myReg #(.width(2*N+1)) r2 (.d(add1), .q(rB), .clk(clk));
multiplier #(.width(2*N + 1)) m2 (.a(rB),.b({{(N+1){x[N-1]}},x}),.mult(mul2));
myReg #(.width(4*N + 2)) r3 (.d(mul2), .q(rC), .clk(clk));
adder #(.width(4*N + 2)) a2 (.op1(rC), .op2({{(3*N + 2){c[N-1]}},c}), .sum(add2));
myReg #(.width(4*N + 3)) r4 (.d(add2), .q(rD), .clk(clk));
assign y = rD;
endmodule
module adder #(parameter width = 4)(op1, op2, sum);
	input signed [width-1:0] op1, op2;
	output reg signed [width:0] sum;
	always@*
		sum = op1 + op2;
endmodule
module tb_Question2;
	parameter N = 4;
	reg clk;
	reg [N-1:0] a,b,c,x;
	wire [4*N:0] y;
	Question2 #(.N(N)) q2 (.clk(clk), .a(a), .b(b), .c(c), .x(x), .y(y));
	initial clk = 0;
	always #5 clk = ~clk;
	initial begin
	a = 3;
	b = -4;
	c = 5;
	x = 7;
	#100;
	end
endmodule
$ cat flow/run.sh
#!/bin/bash
# OpenROAD 26Q1-2900-gdf79404cd8, Yosys 0.63+post, stock flow scripts
make -C /OpenROAD-flow-scripts/flow DESIGN_CONFIG=/design/flow/config.mk WORK_HOME=/design/flow/orfs finish
$ cat flow/config.mk
export PLATFORM = sky130hd
export DESIGN_NAME = Question2
export DESIGN_NICKNAME = Question2
export VERILOG_FILES = /design/flow/design.v
export SDC_FILE = /design/flow/constraint.sdc
export NUM_CORES = 4
export LEC_CHECK = 1
export CORE_UTILIZATION = 40
$ cat flow/constraint.sdc
current_design Question2

set clk_period 8.0
set clk_io_pct 0.2

create_clock -name clk0 -period $clk_period [get_ports {clk}]

set non_clock_inputs [all_inputs -no_clocks]
set_input_delay [expr $clk_period * $clk_io_pct] -clock clk0 $non_clock_inputs
set_output_delay [expr $clk_period * $clk_io_pct] -clock clk0 [all_outputs]
==> metrics.txt <==
# HELP chip_impl_metric Physical implementation figures
# TYPE chip_impl_metric gauge
chip_impl_metric{name="core_region_area",unit="sq um"} 8680
chip_impl_info{name="critical_path.cell_chain",value="clkdlybuf4s50_1 > nand2_1 > fa_1 > fa_1 > fa_1 > inv_1 > ha_1 > fa_1 > a211oi_1 > o21bai_1 > a211oi_1 > o21bai_1 > xor2_1"} 1
chip_impl_metric{name="synthAoiAreaFrac",unit=""} 0.139
chip_impl_metric{name="yosys.area_share.xor_xnor",unit=""} 0.0809
chip_impl_metric{name="setup-violations-final",unit=""} 0
chip_impl_metric{name="track_usage",unit=""} 0.142
chip_impl_metric{name="synthesis.yosys.warnings",unit=""} 8
chip_impl_metric{name="post_synth_edffs",unit=""} 0
chip_impl_metric{name="critPathRequiredTime",unit="ns"} 8.18
chip_impl_metric{name="drtAntennaViolNets",unit=""} 0
chip_impl_metric{name="die.size.x",unit="um"} 96.5
chip_impl_metric{name="drt-total-wl",unit="mm"} 5.45
chip_impl_info{name="critPathLaunchType",value="input port"} 1
chip_impl_info{name="clock_tree_from_tritoncts",value="built"} 1
chip_impl_info{name="critical-path-top-delay-family",value="adder cells"} 1
chip_impl_info{name="cpMostUsedCell",value="fa_1"} 1
chip_impl_metric{name="post-route-cell-area",unit="sq um"} 4090
chip_impl_metric{name="worst_path_largest_cell_delay",unit="ns"} 0.72
chip_impl_metric{name="yosys_register_bits",unit=""} 44
chip_impl_metric{name="pin_count_of_the_biggest_net_entering_global_routing",unit=""} 15
chip_impl_metric{name="route.detailed.drc",unit=""} 0
chip_impl_metric{name="cts.clk_slew.worst_paths",unit="ns"} 0.08
chip_impl_metric{name="first_pass_grt_wire_length",unit="mm"} 10.2
chip_impl_info{name="end_kind",value="flop"} 1
chip_impl_metric{name="tritoncts_num_sinks",unit=""} 44
chip_impl_metric{name="final.fill_count",unit=""} 800
chip_impl_metric{name="slew_viol_final",unit=""} 0
chip_impl_metric{name="grt_remaining_overflow",unit=""} 0
chip_impl_metric{name="muxShareOfSynthArea",unit=""} 0
chip_impl_metric{name="totalPowerFinal",unit="mW"} 1.59
chip_impl_metric{name="met1_length",unit="mm"} 2.54
chip_impl_metric{name="die_height",unit="um"} 96.5
chip_impl_metric{name="htree_levels",unit=""} 2
chip_impl_metric{name="cts-root-to-sink-buffers",unit=""} 2
chip_impl_metric{name="cts_post_setup_buffers_inserted",unit=""} 0
chip_impl_metric{name="power_leakage",unit="nW"} 1.92
chip_impl_metric{name="mappedNetlistArea",unit="sq um"} 3570
chip_impl_info{name="clock_tree.root_cell",value="clkbuf_8"} 1
chip_impl_metric{name="post_cts_resized",unit=""} 0
chip_impl_metric{name="detail_route.wl_per_cell",unit="um"} 10.8
chip_impl_metric{name="wl_met3",unit="um"} 210
chip_impl_metric{name="layout.core_utilization",unit=""} 0.472
chip_impl_metric{name="detailed_place.area",unit="sq um"} 4000
chip_impl_metric{name="finalClockSkew",unit="ns"} 0.00816
chip_impl_metric{name="insertion_delay",unit="ns"} 0.29
chip_impl_metric{name="post_synth_num_cell_types",unit=""} 40
chip_impl_metric{name="count_of_standard_cell_rows",unit=""} 34
chip_impl_metric{name="power_density",unit="nW/um^2"} 389
chip_impl_info{name="yosysTopAreaCell",value="dfxtp_1"} 1
chip_impl_metric{name="io_buffers",unit=""} 33
chip_impl_info{name="slowest_stage",value="clkdlybuf4s50_1"} 1
chip_impl_metric{name="tool_warnings",unit=""} 25
chip_impl_metric{name="cts_hold_repair.buffers",unit=""} 0
chip_impl_metric{name="maxCapViolCount",unit=""} 0
chip_impl_metric{name="drt_pass1_iterations",unit=""} 4
chip_impl_metric{name="layout.area.seq",unit="sq um"} 881
chip_impl_metric{name="ys_seq_frac",unit=""} 0.246
chip_impl_info{name="top_cells_by_area",value="dfxtp_1 25%, ha_1 19%, fa_1 17%"} 1
chip_impl_metric{name="crit_arrival",unit="ns"} 5.53
chip_impl_metric{name="combined_buffer_and_inverter_count_along_the_critical_path",unit=""} 2
chip_impl_metric{name="detailroute.via_count",unit=""} 2442
chip_impl_info{name="outcome",value="finished, final reports clean"} 1
chip_impl_metric{name="drt_iter0_markers",unit=""} 36
chip_impl_info{name="min_path_type",value="reg -> reg"} 1
chip_impl_metric{name="simple_gate_area_share",unit=""} 0.116
chip_impl_metric{name="post-dp-hpwl",unit="mm"} 4.58
chip_impl_metric{name="maxClockFrequency",unit="MHz"} 187
chip_impl_metric{name="fa_ha_area_frac",unit=""} 0.361
chip_impl_metric{name="place.gp.congestion",unit=""} 0.833
chip_impl_info{name="rsz_0062_raised_after_global_routing",value="no"} 1
chip_impl_metric{name="layout_min_cycle_time",unit="ns"} 5.34
chip_impl_metric{name="hold_ws",unit="ns"} 0.444
chip_impl_metric{name="timing.slew.headroom",unit=""} 0.670
chip_impl_info{name="yosys_most_used_dff",value="dfxtp_1"} 1
chip_impl_metric{name="worst-path-max-fanout",unit=""} 13
chip_impl_metric{name="core_utilization_before_placement",unit=""} 0.412
chip_impl_info{name="synthTopLogicFamily",value="adder cells"} 1
chip_impl_metric{name="synth_stat.cells",unit=""} 365
chip_impl_metric{name="post_layout_period_usage_of_the_worst_path",unit=""} 0.668
chip_impl_metric{name="grt_pass1_vias",unit=""} 2501
chip_impl_metric{name="synth_async_sr_flop_share",unit=""} 0
chip_impl_metric{name="syn_avg_cell_area",unit="sq um"} 9.79
chip_impl_metric{name="top_cell_area_share",unit=""} 0.246
chip_impl_info{name="highest-signal-layer",value="met4"} 1
chip_impl_metric{name="grt_antenna_before_repair",unit=""} 0
chip_impl_metric{name="synthesis.instances",unit=""} 365
chip_impl_metric{name="area_delta_synth_final",unit="%"} 14.6
chip_impl_metric{name="chip_area",unit="sq um"} 9320
chip_impl_metric{name="io_pins",unit=""} 34
chip_impl_metric{name="setup_total_negative_slack",unit="ns"} 0
chip_impl_metric{name="wl_met2",unit="mm"} 2.61
chip_impl_metric{name="final_layout_size_suffix_gt1_frac",unit=""} 0.0352
chip_impl_metric{name="worst-slew-pin-transition",unit="ns"} 0.494
chip_impl_metric{name="report.final.hold_viol_count",unit=""} 0
chip_impl_metric{name="detail_route.antenna_diodes",unit=""} 0
chip_impl_info{name="critical_path_class",value="in -> reg"} 1
chip_impl_metric{name="vias_per_cell",unit=""} 4.83
chip_impl_metric{name="worst_ir_drop_vdd",unit="mV"} 0.136
chip_impl_metric{name="multiInputGateArea",unit="sq um"} 2490
chip_impl_metric{name="yosys_area",unit="sq um"} 3570
chip_impl_metric{name="numCtsBuffers",unit=""} 5
report_power, final:
group / internal (mW) / leakage, nW / switching [mW]
sequential: 0.335 / 0.371 / 0.0378
combinational: 0.544 / 1.51 / 0.529
clock: 0.0699 / 0.0434 / 0.0752
Yosys cell counts (2+ instances only):
master    instances
ha_1             55
dfxtp_1          44
inv_1            42
fa_1             30
and2_1           29
xnor2_1          25
a21oi_1          18
nand2_1          18
nor2_1           18
o21ai_0          12
a21o_1            9
xor2_1            8
o21bai_1          7
a211oi_1          6
nand2b_1          5
clkbuf_1          4
o21a_1            4
buf_4             3
nor2b_1           3
o211ai_1          3
o21ai_2           2
or4_1             2
registers in the layout, summed over array words and instances (netlist names):
name	cells
r3.q	13
r1.q	8
r2.q	9
r4.q	14
cell families (layout without fill, tap and decap cells):
group           after synthesis  in the layout
compound gates               72             72
xor+xnor                     33             33
fa+ha+maj                    85             85
buf+inv                      51             84
flops                        44             44
simple gates                 80             80
final timing paths:
| path | startpoint | cells past startpoint | slack (ns) | endpoint |
|---|---|---|---|---|
| setup / recovery | x[2] | 13 | 2.66 | r3.q[11]$_DFF_P_ |
| hold / removal | r3.q[0]$_DFF_P_ | 1 | 0.44 | r4.q[0]$_DFF_P_ |
| setup reg to reg | r2.q[0]$_DFF_P_ | 12 | 4.32 | r3.q[11]$_DFF_P_ |
| hold reg to reg | r3.q[0]$_DFF_P_ | 1 | 0.44 | r4.q[0]$_DFF_P_ |
cell type report:
cell class / instances / area share
Multi-Input combinational cell: 270 / 0.608
Tap cell: 108 / 0.0330
Clock inverter: 2 / 0.00367
Inverter: 43 / 0.0394
Timing Repair Buffer: 33 / 0.0807
Sequential cell: 44 / 0.215
Clock buffer: 6 / 0.0202
metal layers:
layer	GRT usage	up-vias
met5	0	-
met4	0.0257	0
met3	0.0302	8
met2	0.252	44
met1	0.182	1112
li1	-	1278
metrics by stage:
| stage | worst slack [ns] | std cells |
|---|---|---|
| after CTS | 2.61 | 506 |
| after detailed placement | 2.25 | 498 |
| after floorplan | 3.03 | 365 |
| final | 2.66 | 506 |
| after global routing | 2.39 | 506 |
| after global placement | 2.35 | 498 |
worst register-to-register path, cell delays in order, from the launching register on:
cell	delay, ns
dfxtp_1	0.33
nand2b_1	0.16
fa_1	0.51
fa_1	0.51
fa_1	0.51
inv_1	0.04
ha_1	0.22
fa_1	0.43
a211oi_1	0.26
o21bai_1	0.13
a211oi_1	0.24
o21bai_1	0.10
xor2_1	0.14
cell usage in the layout (no fill, tap or decap), drive strengths merged, types with 2 or more instances in the layout:
master          n
nor2b           3
nand2b          5
a21o            9
ha             55
clkinvlp        2
o21bai          7
fa             30
nand2          18
dfxtp          44
inv            42
clkbuf          6
o21ai          14
a21oi          19
nor2           18
and2           29
o211ai          3
o21a            4
clkdlybuf4s50  33
xnor2          25
xor2            8
a211oi          6
or4             2
No activity file was given, so power comes from the tool's default toggle rates.
